==> design/flow/design.v <==
module fifo #(
  parameter DATA_WIDTH = 64,
  parameter FIFO_DEPTH = 32
)(
  input wire clk,
  input wire reset,
  input wire push_i,
  input wire [DATA_WIDTH-1:0] push_data_i,
  input wire pop_i,
  output wire [DATA_WIDTH-1:0] pop_data_o,
  output wire full_o,
  output wire empty_o
);
  typedef enum reg [1:0] {
    ST_PUSH = 2'b10,
    ST_POP = 2'b01,
    ST_BOTH = 2'b11
  } state_t;
  localparam PTR_W = $clog2(FIFO_DEPTH);
  reg [DATA_WIDTH-1:0] fifo_data_q [FIFO_DEPTH-1:0];
  reg [PTR_W-1:0] rd_ptr_q;
  reg [PTR_W-1:0] wr_ptr_q;
  reg wrapped_rd_ptr_q;
  reg wrapped_wr_ptr_q;
  reg nxt_wrapped_rd_ptr;
  reg nxt_wrapped_wr_ptr;
  reg [PTR_W-1:0] nxt_rd_ptr;
  reg [PTR_W-1:0] nxt_wr_ptr;
  reg [DATA_WIDTH-1:0] nxt_fifo_data;
  reg [DATA_WIDTH-1:0] pop_data ;
  wire empty;
  wire full;
  reg [DATA_WIDTH-1:0] rd_fifo_data;
  always_ff @(posedge clk or posedge reset) begin
    if(reset) begin
      rd_ptr_q <= PTR_W'(1'b0);
      wr_ptr_q <= PTR_W'(1'b0);
      wrapped_rd_ptr_q <= 1'b0;
      wrapped_wr_ptr_q <= 1'b0;
    end
  	else begin
      rd_ptr_q <= nxt_rd_ptr;
      wr_ptr_q <= nxt_wr_ptr;
      wrapped_rd_ptr_q <= nxt_wrapped_rd_ptr;
      wrapped_wr_ptr_q <= nxt_wrapped_wr_ptr;
    end
  end
  always@(*) begin
    nxt_fifo_data = fifo_data_q[rd_ptr_q[PTR_W-1:0]];
    nxt_rd_ptr = rd_ptr_q;
    nxt_wr_ptr = wr_ptr_q;
    nxt_wrapped_rd_ptr = wrapped_rd_ptr_q;
    nxt_wrapped_wr_ptr = wrapped_wr_ptr_q;
    case({push_i,pop_i})  
      ST_PUSH: begin
        nxt_fifo_data = push_data_i;
        nxt_wr_ptr = (wr_ptr_q == PTR_W'(FIFO_DEPTH-1)) ? (PTR_W'(1'b0)) : (wr_ptr_q + PTR_W'(1'b1));
        nxt_wrapped_wr_ptr = (wr_ptr_q == PTR_W'(FIFO_DEPTH-1)) ? (~wrapped_wr_ptr_q) : wrapped_wr_ptr_q;
      end
      ST_POP: begin
        pop_data = fifo_data_q[rd_ptr_q[PTR_W-1:0]];
        nxt_rd_ptr = (rd_ptr_q == PTR_W'(FIFO_DEPTH-1)) ? (PTR_W'(1'b0)) : (rd_ptr_q + PTR_W'(1'b1));
        nxt_wrapped_rd_ptr = (rd_ptr_q == PTR_W'(FIFO_DEPTH-1)) ? (~wrapped_rd_ptr_q) : wrapped_rd_ptr_q;
      end
      ST_BOTH: begin
        nxt_fifo_data = push_data_i;
        nxt_wr_ptr = (wr_ptr_q == PTR_W'(FIFO_DEPTH-1)) ? (PTR_W'(1'b0)) : (wr_ptr_q + PTR_W'(1'b1));
        nxt_wrapped_wr_ptr = (wr_ptr_q == PTR_W'(FIFO_DEPTH-1)) ? (~wrapped_wr_ptr_q) : wrapped_wr_ptr_q;
        pop_data = fifo_data_q[rd_ptr_q[PTR_W-1:0]];
        nxt_rd_ptr = (rd_ptr_q == PTR_W'(FIFO_DEPTH-1)) ? (PTR_W'(1'b0)) : (rd_ptr_q + PTR_W'(1'b1));
        nxt_wrapped_rd_ptr = (rd_ptr_q == PTR_W'(FIFO_DEPTH-1)) ? (~wrapped_rd_ptr_q) : wrapped_rd_ptr_q;
      end
      default: begin
        nxt_fifo_data = fifo_data_q[rd_ptr_q[PTR_W-1:0]];
        nxt_rd_ptr = rd_ptr_q;
        nxt_wr_ptr = wr_ptr_q;
      end
    endcase
  end
   always_ff@(posedge clk) begin
     fifo_data_q[wr_ptr_q[PTR_W-1:0]] <= nxt_fifo_data;
   end
  assign empty = (rd_ptr_q == wr_ptr_q) && (wrapped_rd_ptr_q == wrapped_wr_ptr_q);
  assign full = (rd_ptr_q == wr_ptr_q) && (wrapped_rd_ptr_q != wrapped_wr_ptr_q);
  assign pop_data_o = pop_data;
  assign full_o = full;
  assign empty_o = empty;
endmodule
==> design/flow/run.sh <==
#!/bin/bash
# OpenROAD 26Q1-2900-gdf79404cd8, Yosys 0.63+post, stock flow scripts
make -C /OpenROAD-flow-scripts/flow DESIGN_CONFIG=/design/flow/config.mk WORK_HOME=/design/flow/orfs finish
==> design/flow/config.mk <==
export PLATFORM = sky130hd
export DESIGN_NAME = fifo
export DESIGN_NICKNAME = fifo
export VERILOG_FILES = /design/flow/design.v
export SDC_FILE = /design/flow/constraint.sdc
export NUM_CORES = 4
export LEC_CHECK = 1
export CORE_UTILIZATION = 30
==> design/flow/constraint.sdc <==
current_design fifo

set clk_period 47.7
set clk_io_pct 0.2

create_clock -name clk0 -period $clk_period [get_ports {clk}]

set non_clock_inputs [all_inputs -no_clocks]
set_input_delay [expr $clk_period * $clk_io_pct] -clock clk0 $non_clock_inputs
set_output_delay [expr $clk_period * $clk_io_pct] -clock clk0 [all_outputs]
==> datasheet_impl.txt <==
Summary of implementation characteristics

Parameter                              Value

Run status
  Result of the run    finished, final reports clean

Clock network
  H-tree depth reported by CTS    4
  Clock tree root driver cell    sky130_fd_sc_hd__clkbuf_16
  TritonCTS clock tree    yes
  Clock transition at the registers of the reported paths    0.07 ns
  Setup repair bufs after CTS    0
  Clock Latency Late Sink    0.84 ns
  Hold buffer count at cts    0
  Number of buffers created by CTS    203
  CTS Buffer Depth    3
  Cts repair resizes    0

Floorplan
  Full die area    275100 um^2
  Core Region    271200 um^2
  Row count    191
  I/O Pins    134
  Die span in x    524.5 um
  Pre-placement core utilization    30.19%
  Die outline height    524.5 um

Detailed routing
  Remaining antenna violation count    0
  WL/cell    26.83 um
  Number of optimization iterations in the first detailed-route pass    5
  Total vias in the final route    41952
  Post-detailed-route DRC marker count    0
  Violation tally from detailed-route iteration zero    2816
  Total wire length after detailed routing    224500 um
  Vias per std cell    5.013

Synthesis
  Yosys stat cell total    4420
  Proportion of synthesized area in mux cells    13.45%
  Yosys xor share    0.08555%
  Fraction of registers with async set/reset    0.5650%
  Dominant flop cell    sky130_fd_sc_hd__edfxtp_1
  Synthesized instance count    4420
  Number of synthesized register bits    2124
  Biggest area consumer among synthesized cells    sky130_fd_sc_hd__edfxtp_1
  Biggest area cells    sky130_fd_sc_hd__edfxtp_1, sky130_fd_sc_hd__mux2i_1, sky130_fd_sc_hd__a22oi_1
  Count of flip-flops with a built-in enable after synthesis    2048
  Most numerous cell in the Yosys netlist    sky130_fd_sc_hd__edfxtp_1
  Compound Share, Synth    6.329%
  Post-Synth Adder-Cell Area    0.1069%
  Yosys Chip Area    81900 um^2
  Post-synthesis area per instance    18.53 um^2
  Area share, top type    75.09%
  Most frequent cells after synthesis    sky130_fd_sc_hd__edfxtp_1, sky130_fd_sc_hd__mux2i_1, sky130_fd_sc_hd__a22oi_1
  Dominant comb cell    multiplexers
  Area of the mapped netlist    81900 um^2
  Warnings from Yosys    1
  Simple-gate area share of the yosys netlist    1.378%
  Count of distinct cell types in the synthesized netlist    37

Job
  Tool warning count    29
  Total of max-cap violations    0

Timing
  Setup repair after global routing missed its margin    no
  Maximum clock rate    0.08029 GHz
  Count of endpoints without a timing constraint    128
  Hold violation count in the final report    0
  Actual transition at the worst max-transition pin    0.9881 ns
  Final number of setup-violating endpoints    0
  Count of unclocked register or latch pins    64
  Rel. slew slack    33.58%
  Min Clock Period, post-route    12.45 ns
  Count of final max-slew check failures    0
  Final worst path period share    26.11%
  Post-Route Skew    0.04045 ns
  Sum of negative setup slack    0 ns

Cells and area
  Synth-to-layout area growth    14.63%
  Combinational gate area    17770 um^2
  Number of fill cells in the layout    24795
  Final core utilization    34.61%
  Sequential cell area in the final layout    62760 um^2
  Fraction of layout instances using a drive strength above 1    10.88%

Global routing
  Number of global-route vias before repair    43877
  Maximum number of pins on one net before global-route repair    98
  First-pass GRT wire length    316700 um
  Residual overflow from global routing    0
  Antenna violations before repair    7
  GRT Total Usage    17.19%

Worst setup path
  Worst EP required    38.16 ns
  FF-to-FF End    fifo_data_q[15][18]
  Crit-path cells    xor2_1, nor3_1, nand3_1, nor2_1, clkdlybuf4s50_1
  Classification of the worst setup path    reg -> out
  Arrival time of data at the critical path endpoint    2.91 ns
  Worst setup SP type    register
  R2R depth    10
  Biggest fanout along the worst timing path    43
  Worst R2R Setup Slack    41.04 ns
  Delay of the slowest cell on the worst path    0.86 ns
  Worst r2r src    rd_ptr_q[0]
  Cell with the largest stage delay on the worst path    sky130_fd_sc_hd__dfrtp_4
  CP Capture Type    output port

Pwr
  Cell area power density    60.33 nW/um^2
  IR drop worst, VDD    0.04503 mV
  Static Leakage    0.03088 uW

Placed design
  DP Wirelength    114900 um
  Count of input and output buffers    133
  Placer Congestion    0.7903

Worst hold path
  Endpoint of the worst hold path    wrapped_wr_ptr_q
  Startpoint of the worst hold path    wrapped_wr_ptr_q
  Type of the most critical hold path    reg -> reg
  Cell count of the worst hold path    1
-- report_power, final --
part	internal, uW	switching [uW]
logic	404	1090
registers	2590	61.7
clock network	854	664
-- cell type report --
| cell class | count | share of cell area [%] |
|---|---|---|
| multi-input cells | 2020 | 18.93 |
| repair buffers | 277 | 2.731 |
| inverters | 5 | 0.02266 |
| diodes | 2 | 0.005331 |
| clock buffers | 267 | 5.780 |
| flip-flops and latches | 2124 | 66.85 |
| clock inverters | 104 | 0.9222 |
| well taps | 3570 | 4.758 |
-- placed cells by master (no fill, tap or decap), types with 3 or more instances in the layout --
| master | count |
|---|---|
| sky130_fd_sc_hd__nand2_1 | 11 |
| sky130_fd_sc_hd__dfrtp_1 | 11 |
| sky130_fd_sc_hd__ha_1 | 7 |
| sky130_fd_sc_hd__inv_1 | 4 |
| sky130_fd_sc_hd__buf_12 | 12 |
| sky130_fd_sc_hd__clkinv_1 | 45 |
| sky130_fd_sc_hd__nand2b_1 | 7 |
| sky130_fd_sc_hd__bufinv_16 | 10 |
| sky130_fd_sc_hd__a22oi_1 | 512 |
| sky130_fd_sc_hd__mux2_1 | 64 |
| sky130_fd_sc_hd__xnor2_1 | 4 |
| sky130_fd_sc_hd__clkinv_2 | 30 |
| sky130_fd_sc_hd__clkbuf_16 | 208 |
| sky130_fd_sc_hd__nor2b_4 | 3 |
| sky130_fd_sc_hd__mux2i_1 | 1025 |
| sky130_fd_sc_hd__dlxtn_1 | 64 |
| sky130_fd_sc_hd__buf_4 | 132 |
| sky130_fd_sc_hd__a21oi_1 | 258 |
| sky130_fd_sc_hd__xor2_1 | 4 |
| sky130_fd_sc_hd__inv_16 | 3 |
| sky130_fd_sc_hd__clkinvlp_4 | 5 |
| sky130_fd_sc_hd__clkdlybuf4s50_1 | 132 |
| sky130_fd_sc_hd__clkbuf_1 | 59 |
| sky130_fd_sc_hd__inv_6 | 6 |
| sky130_fd_sc_hd__nor2_4 | 31 |
| sky130_fd_sc_hd__edfxtp_1 | 2048 |
| sky130_fd_sc_hd__mux2_2 | 3 |
| sky130_fd_sc_hd__nor4_2 | 64 |
| sky130_fd_sc_hd__o21ai_0 | 6 |
-- registers in the layout (all words and copies together), names as in the netlist --
name / count
pop_data: 64
fifo_data_q: 2048
wrapped_wr_ptr_q: 1
wr_ptr_q: 5
rd_ptr_q: 5
wrapped_rd_ptr_q: 1
-- how the worst max path moves through the flow --
stage	from	end	slack [ns]	cells past startpoint
final	rd_ptr_q[0]	empty_o	35.25	5
after global routing	rd_ptr_q[0]	full_o	34.95	5
after CTS	rd_ptr_q[0]	empty_o	35.06	5
-- through the flow --
stage	instances	instance area (um^2)	setup slack (ns)	hold WS (ns)	total power (uW)
after CTS	8367	93880	35.06	0.4974	5696
after global routing	8368	93880	34.95	0.5010	5898
after detailed placement	7996	87590	35.53	0.4856	4184
after global placement	7996	87590	35.57	0.4860	4156
after floorplan	4420	81900	36.62	0.4635	3537
final	8369	93880	35.25	0.4922	5664
-- critical path, delay by kind of cell, from the launching register on --
kind                      cells  cell delay (ns)
xor gates and xnor gates      1             0.14
and+or+nand+nor               3             0.58
DFF                           1             0.86
buffers and inverters         1             0.47
-- layer usage --
metal	track usage [%]	wire length, um	share of wire [%]
met3	13.10	38220	17
met4	3.653	5779	2.6
met1	18.83	73810	33
met2	26.57	106700	48
met5	0.2771	63	0.028
-- kinds of logic (layout without fill, tap and decap cells) --
logic type / Yosys count / count (layout)
adders and majority gates: 7 / 7
latches: 64 / 64
DFF: 2060 / 2060
xor gates and xnor gates: 8 / 8
other: 0 / 2
and+or+nand+nor: 134 / 134
muxes: 1092 / 1092
buffers and inverters: 276 / 653
AOI/OAI and AO/OA: 779 / 779
Power and IR drop assume default switching activity.
